`./run.sh`:
```
#!/bin/bash
# OpenROAD 26Q1-2900-gdf79404cd8, Yosys 0.63+post, stock flow scripts
make -C /OpenROAD-flow-scripts/flow DESIGN_CONFIG=/design/flow/config.mk WORK_HOME=/design/flow/orfs finish
```
`./config.mk`:
```
export PLATFORM = sky130hd
export DESIGN_NAME = word_or
export DESIGN_NICKNAME = word_or
export VERILOG_FILES = /design/flow/design.v
export SDC_FILE = /design/flow/constraint.sdc
export NUM_CORES = 4
export LEC_CHECK = 1
export CORE_AREA = 10 10 70 70
export DIE_AREA = 0 0 80 80
```
`./constraint.sdc`:
```
current_design word_or

set clk_period 1.0
set clk_io_pct 0.2

create_clock -name clk0 -period $clk_period

set non_clock_inputs [all_inputs -no_clocks]
set_input_delay [expr $clk_period * $clk_io_pct] -clock clk0 $non_clock_inputs
set_output_delay [expr $clk_period * $clk_io_pct] -clock clk0 [all_outputs]
```
`./design.v`:
```
module word_xor#(
    parameter w = 16
  )(
    input [w-1:0]x,
    input [w-1:0]y,
    output [w-1:0]z
  );
  genvar i;
  generate
    for(i = 0; i < w; i = i+1) begin
      assign z[i] = x[i] ^ y[i];
    end
  endgenerate
endmodule
module word_and#(
    parameter w = 16
  )(
    input [w-1:0]x,
    input [w-1:0]y,
    output [w-1:0]z
  );
  genvar i;
  generate
    for(i = 0; i < w; i = i+1) begin
      assign z[i] = x[i] & y[i];
    end
  endgenerate
endmodule
module word_or#(
    parameter w = 16
  )(
    input [w-1:0]x,
    input [w-1:0]y,
    output [w-1:0]z
  );
  genvar i;
  generate
    for(i = 0; i < w; i = i+1) begin
      assign z[i] = x[i] | y[i];
    end
  endgenerate
endmodule
```
==> notes.md <==
Implementation results.

The flow ran to the end, and the final reports show no timing, DRC or antenna violations. The die outline width is 80 um. The hold path startpoint is y[11].

In this run the remaining antenna-violating nets after routing total 0. The category of the worst setup path launch point is an input port. In this run the cell area of the synthesized design comes to approximately 100 um2. The layout overhead on the synthesized area is 418%. The minimum hold slack is 742 ps. The tally of filler cells in the layout is 417.

The initial antenna violation count came to 0. The critical path contains buffers and inverters numbering 2 combined. Per the power-grid run, VDD falls by no more than 0.0000472 V. Static timing analysis puts the maximum clock frequency at between 1000 and 1500 MHz. The critical-path cell with the highest stage delay is sky130_fd_sc_hd__dlygate4sd2_1. Max-slew check failures listed in the final report amount to 0. Setup repair after global routing left no endpoint under its margin.

The floorplan step set the die height to approximately 80 um. The total half-perimeter wirelength after legalization and detailed placement is between 1000 and 1500 um. The number of DRC markers after the initial detailed-route iteration is 1. The class of the most critical setup path is in -> out.

The count of synthesis-stage warnings from yosys is 0. The global-route total usage across every layer is between 3 and 4%. The critical path endpoint has a required time of approximately 800 ps. The die covers 6400 um2. The number of global-route vias before repair is between 300 and 400. The final weighted congestion of routability-driven global placement is just over 0.7. In the log, the iteration count for the first detailed-route pass is 2. Summing over every cut layer, the via total after detailed routing is approximately 280. Dividing the final minimum period by the clock period gives roughly 96%. The worst path meets setup with approximately 43 ps of slack. The maximum fanout along the worst path is 1. Per the layout area report, the combinational gate area comes to between 100 and 150 um2. Recorded from the global router log, the overflow total was 0. The signal on the critical path passes through dlygate4sd2_1 -> or2_1 -> buf_2. The leakage power is roughly 0.25 nW. After floorplanning, the core was sized to cover between 3000 and 4000 um2. The count of instantiated cells in the yosys netlist is 16. The worst setup path is captured at a primary output. After layout, the clock buffer instance count stands at 0.

The sequential-to-total area share from yosys stat is 0%. Per the run summary, max-cap violations total 0. At the worst endpoint, the arrival time is roughly 760 ps. The combined flip-flop and latch cell area is 0 um2. The total DRC errors in the routed layout is 0. The setup slack at placement is -461 ps. The transition time recorded at the tightest slew-check pin is 54.9 ps. Looking at the hold checks, the worst path lands on z[11].

The per-cell via count in the routed design is ~2.5. The delay contributed by the slowest stage of the critical path is roughly 230 ps. The floorplan has 21 rows.

The worst path in the final design needs a cycle of between 900 and 1000 ps, including I/O delays and setup. The layout summary lists the proportion of cells stronger than drive strength 1 as between 20% and 30%. A synthesized cell averages around 6.3 um2.

The count of endpoints failing hold in the final timing report is 0. Per the synthesis report, the dominant area consumer among library cells is sky130_fd_sc_hd__or2_1. The number of sequential cells reported for the layout is 0. The synthesized netlist handed to floorplanning was reported with a cell count of 16. Checking max transition, the worst relative margin is just under 100%. The final antenna diode tally reported by the flow is 0. The worst min-delay path class is in -> out. After detailed routing, the average wire length per cell comes to just under 10 um. The floorplan report gives the top-level pin count as around 48.

The cell depth of the worst min-delay path is 3. For this run, the final setup violation count is recorded as 0. The kind of cell adding the most delay to the critical path is buffers and inverters. The power per unit of standard cell area is 234 nW/um2. Per the synthesis report, the single largest cell type by area occupies approximately 100% of cell area.

The number of different library cells used by synthesis comes to 1. The effective utilization at floorplan is 2.93%. The wire length recorded after detailed routing is 1080 um. For reference, the top cells by area after synthesis are sky130_fd_sc_hd__or2_1 (100%). The global-route wire length before repair is between 1500 and 2000 um. OpenROAD emitted warnings numbering 32. Entering global routing, the biggest net connects 2 pins. The area reported by Yosys stat is 100 um2. In this run the tool buffered the top-level ports with 48 buffer cells.
==> layout make-up <==
cell class                 instances  share of cell area [%]
multi-input combinational         16                    19.3
tap                               46                    11.1
timing repair buffer              48                    69.6
==> worst max path at each step <==
stage | from | endpoint | slack [ps] | cells past startpoint
after CTS | x[7] | z[7] | 30 | 3
after global routing | x[1] | z[1] | 6 | 3
final | x[7] | z[7] | 40 | 3
==> metrics by stage <==
| step | std cells | instance area (um2) | TNS (ps) | util [%] | power (mW) |
|---|---|---|---|---|---|
| 6_report | 110 | 518 | 0 | 15.2 | 0.121 |
| 5_1_grt | 110 | 518 | 0 | 15.2 | 0.138 |
| 4_1_cts | 110 | 518 | 0 | 15.2 | 0.127 |
| 3_5_place_dp | 110 | 638 | -6910 | 18.7 | 0.203 |
| 3_3_place_gp | 110 | 638 | -6840 | 18.7 | 0.201 |
| 2_1_floorplan | 16 | 100 | 0 | - | 0.0145 |
==> cell usage after synthesis, drive strengths merged <==
cell type	instances
or2	16
==> worst min-delay path: cells and delay by family <==
kind	cells	cell delay (ps)
AND/OR/NAND/NOR	1	80
buffers and inverters	2	260
==> routing by layer <==
layer	up-vias	share of wire, %	track usage [%]
met5	-	0	0
met4	0	0	0
met3	0	20	2.50
met2	28	44	5.22
met1	106	36	3.10
li1	144	-	-
==> cells by family (layout without fill, tap and decap cells) <==
family                 count (synthesis)  after routing  synth area share, %
AND/OR/NAND/NOR                       16             16                  100
buffers and inverters                  0             48                    0
==> cell usage in the layout (no fill, tap or decap) <==
| cell type | netlist | final |
|---|---|---|
| sky130_fd_sc_hd__buf_2 | 0 | 16 |
| sky130_fd_sc_hd__dlygate4sd2_1 | 0 | 32 |
| sky130_fd_sc_hd__or2_1 | 16 | 16 |
==> power breakdown <==
part | switching (mW) | leakage (nW) | internal [mW]
Combinational | 0.0237 | 0.248 | 0.0976
Clock | 0 | 0 | 0
Sequential | 0 | 0 | 0
==> what timing repair did <==
item / CTS / global route
gates resized: 83 / 0
setup endpoints to repair: 16 / 0
buffers inserted: 0 / 0
hold buffers: 0 / 0
Power and IR drop assume default switching activity.
